**flow/run.sh**
```bash
#!/bin/bash
# OpenROAD 26Q1-2900-gdf79404cd8, Yosys 0.63+post, stock flow scripts
make -C /OpenROAD-flow-scripts/flow DESIGN_CONFIG=/design/flow/config.mk WORK_HOME=/design/flow/orfs finish
```
**flow/config.mk**
```make
export PLATFORM = sky130hd
export DESIGN_NAME = rotate_operation
export DESIGN_NICKNAME = rotate_operation
export VERILOG_FILES = /design/flow/design.v
export SDC_FILE = /design/flow/constraint.sdc
export NUM_CORES = 4
export LEC_CHECK = 1
export CORE_UTILIZATION = 50
```
**flow/constraint.sdc**
```tcl
current_design rotate_operation

set clk_period 4.5
set clk_io_pct 0.2

create_clock -name clk0 -period $clk_period

set non_clock_inputs [all_inputs -no_clocks]
set_input_delay [expr $clk_period * $clk_io_pct] -clock clk0 $non_clock_inputs
set_output_delay [expr $clk_period * $clk_io_pct] -clock clk0 [all_outputs]
```
**flow/design.v**
```verilog
module rotate_operation #(parameter N = 16)(
    input  wire [N-1:0] data_in,
    input  wire [3:0]  rot_amt,
    input  wire  rotate_operation,  
    output wire [N-1:0] data_out
);
    wire [N-1:0] left_rot, right_rot;
    assign left_rot  = (data_in << rot_amt) | (data_in >> (16 - rot_amt));
    assign right_rot = (data_in >> rot_amt) | (data_in << (16 - rot_amt));
    assign data_out = rotate_operation ? left_rot : right_rot;
endmodule
```
==> results.toml <==
# synthesis and place-and-route metrics
[run_status]
run_status = "finished clean"

[timing]
setup-tns-final_ns = 0
worst_pin_slew_ns = 0.725
post-route-min-period_ns = 4.24
fin_crit_sh_pct = 94.3
maxSlewViolCount = 0
relSlewSlack_pct = 50.4
fmax_ghz = 0.236
finalSetupViolCount = 0
final_hold_viol_count = 0
rsz0062_at_grt = "false"
holdWs_ns = 2.96

[synth]
yosysTopAreaCell = "mux4_2"
synth-cells-yosys = 371
synth_seq_share_pct = 0
postSynthAreaPerCell_sq_um = 8.52
synth_cell_types = 72
top_cell_area_share_pct = 21.4
syn_area_sq_um = 3160
topCellsByArea = "mux4_2, mux4_1, mux2i_1"
ys_chip_area_sq_um = 3160
yosysWarnings = 0
syn-instance-count = 371

[floorplanning]
dieArea_sq_um = 6640
fp-utilization_pct = 52.7
coreArea_sq_um = 5990
row_count = 28
ios = 37
die_h_um = 81.5
dieWidth_um = 81.5

[global_routing]
grt_usage_pct = 35.7
grt_antenna_before_repair = 0
grt_busiest_layer = "met1"
grt_pass1_vias = 3013
grt_max_degree = 47
grt_pass1_wl_mm = 16.9
use_met3_pct = 13.1
grt_use_met2_pct = 50.4
grt-ovfl-total = 0
use_met1_pct = 55.7

[final_layout]
seq_area_sq_um = 0
drive_gt1_share_pct = 23.6
fillCellCount = 536
utilization_pct = 59.7
ff_count = 0
clock_buffers = 0
area_delta_synth_final_pct = 13.3

[power_and_ir_drop]
powerDensity_nw_per_um2 = 140
p_leak_nw = 1.37
ir_drop_uv = 136

[setup_path]
arrival_ns = 3.34
end_kind = "output pin"
critical_path_class = "input pin to output pin"
path_max_fanout = 8
cp.required_ns = 3.60
critPathLaunchType = "input pin"

[clock_tree]
hold_buffers = 0
post_cts.repair.setup_buffers = 0
ctsResizeCount = 0

[routing]
drc_errors = 0
drt_iter0_drc = 325
ant_nets = 0
antenna-diode-count = 0
routed_wl_mm = 10.7
routed-via-count = 3297
firstDrtPassIters = 6
vias_per_cell = 7.03
wl_per_cell_um = 22.8

[placement]
io_buffers = 37
dp_hpwl_mm = 7.79
gp_congestion = 1.01

[job]
cap_violations = 0
openroad.warnings = 32

[min_path]
whs_path_depth = 6
holdCritPathClass = "input pin to output pin"
## layout by cell type (no fill, tap or decap), types with 3 or more instances in the layout
cell | synthesis | layout
inv_1 | 6 | 6
mux2i_1 | 28 | 28
a21oi_1 | 32 | 32
clkdlybuf4s50_1 | 0 | 35
nor3_1 | 7 | 7
or2_2 | 3 | 3
nand3_1 | 3 | 3
a22oi_1 | 3 | 3
buf_4 | 1 | 32
nor2_1 | 50 | 50
a311oi_1 | 4 | 4
a211oi_1 | 8 | 8
buf_12 | 3 | 4
a31oi_1 | 4 | 4
o211ai_1 | 5 | 5
mux2_2 | 12 | 12
o22ai_1 | 5 | 5
mux4_2 | 30 | 30
nand2_1 | 24 | 24
mux4_1 | 12 | 12
or3_1 | 4 | 4
o21ai_0 | 18 | 18
nand2b_1 | 5 | 5
a221oi_1 | 5 | 5
## worst max-delay path, cell delays in order
cell             delay, ns
clkdlybuf4s50_1       0.60
buf_4                 0.25
mux4_2                0.45
mux2i_1               0.26
mux2i_1               0.14
a311oi_1              0.28
a31oi_1               0.06
clkdlybuf4s50_1       0.40
## stage by stage
stage	setup WS [ns]	total power [mW]	cell area (sq um)	std cells
after detailed placement	0.265	0.491	3580	469
after floorplan	0.580	0.330	3160	371
after CTS	0.265	0.492	3580	469
final	0.256	0.502	3580	469
after global routing	0.0777	0.541	3580	469
after global placement	0.257	0.494	3580	469
## cells by family after synthesis
| logic type | after synthesis | share of synthesized area [%] |
|---|---|---|
| buf+inv | 58 | 12.2 |
| fa+ha+maj | 1 | 0.396 |
| compound gates | 116 | 25.5 |
| xor+xnor | 2 | 0.555 |
| mux | 83 | 45.0 |
| simple gates | 111 | 16.4 |
## final timing paths
kind	startpoint	endpoint	slack (ns)
worst max-delay path	data_in[1]	data_out[15]	0.26
worst min-delay path	rot_amt[0]	data_out[13]	2.96
## area by class of cell
type	count	area (sq um)	share of cell area [%]
tap	75	93.8	2.62
timing repair buffer	73	681	19.0
inverter	8	30.0	0.839
multi-input combinational	313	2770	77.5
## metal layers
layer,vias to the layer above,wire [um]
li1,1515,-
met1,1545,4600
met2,222,4590
met3,15,1390
met4,0,121
met5,-,0
## power breakdown
| part | internal (mW) | total [mW] | switching (mW) |
|---|---|---|---|
| Combinational | 0.249 | 0.502 | 0.253 |
| Sequential | 0 | 0 | 0 |
| Clock | 0 | 0 | 0 |
| Total | 0.249 | 0.502 | 0.253 |
## cell usage after synthesis, types with 6 or more instances
library cell  instances
nor2_1               50
a21oi_1              32
mux4_2               30
mux2i_1              28
nand2_1              24
clkbuf_1             18
o21ai_0              18
buf_2                12
mux2_2               12
mux4_1               12
buf_6                10
a211oi_1              8
nor3_1                7
inv_1                 6
No activity file was given, so power comes from the tool's default toggle rates.
