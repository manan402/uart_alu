### design/flow/config.mk
export PLATFORM = sky130hd
export DESIGN_NAME = logical_operation
export DESIGN_NICKNAME = logical_operation
export VERILOG_FILES = /design/flow/design.v
export SDC_FILE = /design/flow/constraint.sdc
export NUM_CORES = 4
export LEC_CHECK = 1
export CORE_AREA = 10 10 83 83
export DIE_AREA = 0 0 93 93
### design/flow/constraint.sdc
current_design logical_operation

set clk_period 8.3
set clk_io_pct 0.2

create_clock -name clk0 -period $clk_period

set non_clock_inputs [all_inputs -no_clocks]
set_input_delay [expr $clk_period * $clk_io_pct] -clock clk0 $non_clock_inputs
set_output_delay [expr $clk_period * $clk_io_pct] -clock clk0 [all_outputs]
### design/flow/design.v
module logical_operation #(parameter N = 16)(
    input  signed [N-1:0] a,
    input  signed [N-1:0] b,
    input  [3:0] opcode,
    output reg signed [N-1:0] out
);
    localparam AND_OP  = 3'd0;
    localparam OR_OP   = 3'd1;
    localparam XOR_OP  = 3'd2;
    localparam NAND_OP = 3'd3;
    localparam NOR_OP  = 3'd4;
    localparam XNOR_OP = 3'd5;
    localparam NOT_OP  = 3'd6;      
    always @(*) begin
        case (opcode)
            AND_OP:  out = a & b;
            OR_OP:   out = a | b;
            XOR_OP:  out = a ^ b;
            NAND_OP: out = ~(a & b);
            NOR_OP:  out = ~(a | b);
            XNOR_OP: out = ~(a ^ b);
            NOT_OP:  out = ~a;
            default: out = {N{1'bx}};
        endcase
    end
endmodule
### design/flow/run.sh
#!/bin/bash
# OpenROAD 26Q1-2900-gdf79404cd8, Yosys 0.63+post, stock flow scripts
make -C /OpenROAD-flow-scripts/flow DESIGN_CONFIG=/design/flow/config.mk WORK_HOME=/design/flow/orfs finish
==> notes.md <==
The run has ended; figures from its reports follow.

The worst setup path is captured at an output port. The number of endpoints failing setup at the final stage is 0. The net switching fraction of the power came out at 0.416. In this run the maximum-capacitance check reported violations numbering 0.

The routed wire length is 4330 um. The utilization after layout is 0.405. The largest stage delay on the critical path came out at 0.77 ns. The timing report attributes the biggest portion of critical-path delay to AND-OR/OR-AND gates.

The tool warning count for the run is 48. The internal power consumption came out at 0.0000613 W. The net switching power in the latest report is 0.0000438 W.

Nets still carrying antenna violations after routing amount to 0. Setup repair after global routing left no endpoint under its margin. The pin closest to its max-slew limit shows a slew of 0.787 ns. The number of antenna violations at the first check in global routing is 0. The standard-cell row count came out at 26. Per the OpenROAD floorplan log, the width of the die is 93 um.

The total setup buffers inserted after CTS is 0. The detailed-router iteration count before antenna repair is 4. For reference, the post-synthesis area per instance comes to 8.20 um2. The yosys stat cell total is 191. The path class of the tightest hold or removal check is primary input to output port.

The global-route congestion overflow total came out at 0. The largest fanout on the critical path is 18. RePlAce ended its routability-driven mode at a weighted congestion of 0.773. The overall global routing resource usage is 0.0976. The post-route clock period utilization is 0.743. The iteration-0 DRC count of the detailed router is 111. The overall chip area is 8650 um2. Across all hold checks on the routed design, the worst slack comes to 4.55 ns.

The timing-limited maximum frequency is 162 MHz. According to the floorplan report, the placeable core area is 5140 um2. The type of the setup path with the least slack is primary input to output port. The data required time of the worst path came out at 6.64 ns. The combinational share of power is 1.000. The post-layout minimum cycle time came out at 6.17 ns. The worst max-slew margin expressed relative to the limit is 0.473. The number of vias per cell after detailed routing is 4.92. Counting every instance in the synthesized netlist gives 191. The maximum number of pins on one net before global-route repair came out at 28. The critical path data arrival time came out at 4.51 ns. The final-report hold violation count came out at 0. The area overhead of the layout relative to synthesis came out at 33.1%.

STA classifies the critical path startpoint as a primary input. The number of buffers added on ports is 52. The final HPWL from detailed placement is 3220 um. In the final layout, the share of cells above drive strength 1 is 0.0873. In the layout the commonest cells are 52 x sky130_fd_sc_hd__clkdlybuf4s50_1, 32 x sky130_fd_sc_hd__inv_1, 32 x sky130_fd_sc_hd__ha_1, 24 x sky130_fd_sc_hd__o22a_1, 14 x sky130_fd_sc_hd__nor2_1.

The vertical die dimension reported for this design is 93 um. Max-slew check failures listed in the final report amount to 0. For reference, the critical path is captured by out[8]. The analysis attributes to cell leakage a power of 0.952 nW. The most frequent standard cell in the layout excluding fill and tap cells is sky130_fd_sc_hd__clkdlybuf4s50_1. Warnings reported by Yosys during synthesis add up to 1. The sequential cell count came out at 0. The via count of the first global-routing pass came out at 1,454. The tally of unique sky130hd cells used after synthesis is 29.

52 I/O pins were placed. The number of buffers inserted by hold repair at cts came out at 0. The layout has 0 clock buffers. The fraction of the yosys area taken by sequential cells is 0. The flow ran to the end, and the final reports show no timing, DRC or antenna violations. The cell count along the critical path came out at 5. The count of buffer and inverter cells on the critical path came out at 2. The sequential share of power is 0. The synthesized netlist occupies a cell area of 1570 um2. The residual DRC count came out at 0.

For reference, the critical path is launched at opcode[3]. The final routed wire length divided by cell count came out at 14.5 um. The count of antenna diodes in the layout is 0. The maximum vdd ir drop came out at 0.0200 mV.

The number of gates resized after CTS was 0. The timing report shows the most common cell along the critical path to be sky130_fd_sc_hd__clkdlybuf4s50_1. The sequential cell area came out at 0 um2. The cell count of the worst hold path came out at 4. Walking the worst path, the cells encountered are clkdlybuf4s50_1 -> a31oi_2 -> a21boi_4 -> o32a_1 -> clkdlybuf4s50_1. Across all layers, the routed design uses 1,471 vias. Adding up every negative setup slack in the final design gives 0 ns. The timing report shows that the slowest cell on the worst path is sky130_fd_sc_hd__clkdlybuf4s50_1. The global-route wire length before repair came out at 7270 um. The clock power share is 0.

In the floorplan report the effective utilization is 0.305. The report lists the power per cell area as 50.4 nW/um2. The area figure in the yosys stat output is 1570 um2.
-- cell usage after synthesis, drive strengths merged --
master / number / area share
inv: 33 / 0.079
ha: 32 / 0.26
o22a: 24 / 0.13
mux2: 15 / 0.11
nor2: 14 / 0.034
buf: 12 / 0.058
mux2i: 12 / 0.077
o221ai: 12 / 0.067
a21oi: 6 / 0.022
nand2b: 6 / 0.034
o21ai: 5 / 0.016
clkbuf: 4 / 0.0096
a221oi: 3 / 0.029
o32a: 3 / 0.019
a211oi: 2 / 0.013
nand2: 2 / 0.0048
a21boi: 1 / 0.012
a31oi: 1 / 0.0080
and3b: 1 / 0.0056
nor2b: 1 / 0.0040
nor3b: 1 / 0.0080
o22ai: 1 / 0.0040
-- layout make-up --
class | count | area [um2]
Multi-Input combinational cell | 142 | 1340
Fill cell | 558 | 3060
Inverter | 33 | 124
Timing Repair Buffer | 54 | 536
Tap cell | 70 | 87.6
-- tightest hold or removal path: stages --
cell,delay (ns)
sky130_fd_sc_hd__clkdlybuf4s50_1,0.43
sky130_fd_sc_hd__ha_1,0.21
sky130_fd_sc_hd__o32a_1,0.18
sky130_fd_sc_hd__clkdlybuf4s50_1,0.41
-- metal layers --
metal	routed length, um	GRT usage	vias to the layer above
met1	2110	0.145	663
met4	0	0	0
met2	1960	0.150	32
met3	258	0.0202	0
li1	-	-	776
met5	0	0	-
-- cells by family (layout without fill, tap and decap cells) --
group / Yosys count / in the layout / share of synthesized area
AOI/OAI and AO/OA: 58 / 58 / 0.324
adders and majority gates: 32 / 32 / 0.256
and+or+nand+nor: 25 / 25 / 0.0895
buffers and inverters: 49 / 87 / 0.146
muxes: 27 / 27 / 0.185
-- metrics by stage --
| stage | cells | power (W) | setup WS [ns] | instance area [um2] |
|---|---|---|---|---|
| global route | 299 | 0.000117 | 2.01 | 2080 |
| global placement | 299 | 0.000106 | 2.17 | 2080 |
| detailed placement | 299 | 0.000106 | 2.19 | 2080 |
| CTS | 299 | 0.000107 | 2.17 | 2080 |
| finish | 299 | 0.000105 | 2.13 | 2080 |
| floorplan | 191 | 0.0000594 | 4.07 | 1570 |
-- power by group through the flow --
| stage | combinational, W | clock (W) | sequential [W] |
|---|---|---|---|
| 5_1_grt | 0.000117 | 0 | 0 |
| 6_report | 0.000105 | 0 | 0 |
| 4_1_cts | 0.000107 | 0 | 0 |
-- worst min-delay path by stage --
stage | start | slack [ns] | to
after CTS | b[8] | 4.55 | out[8]
after global routing | b[15] | 4.60 | out[15]
final | b[6] | 4.55 | out[6]
Power and IR drop assume default switching activity.
